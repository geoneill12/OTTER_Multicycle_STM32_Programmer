$ cat /design/flow/design.v
`timescale 1ns / 1ps
module STM32_programmer(
    input CLK,
    input [9:0] progData,
    input RST,
    input memWrite,
    input memRead1,
    input memRead2,
    input [31:0] addr2,
    input [31:0] din2,
    input [1:0] size,
    input sign,
    output logic prog_RST,
    output logic prog_memWrite,
    output logic prog_memRead1,
    output logic prog_memRead2,
    output logic [31:0] prog_addr2,
    output logic [31:0] prog_din2,
    output logic [1:0] prog_size,
    output logic prog_sign
    );
logic [7:0] data_in;
logic CS, ENA;
assign data_in = progData[7:0];
assign CS = progData[8];
assign ENA = progData[9];
logic INTERN_ADDR2_INC = 0;
logic INTERN_ADDR2_RST = 0;
logic [31:0] INTERN_ADDR2 = 0;
logic [3:0] S0, S1, S2, S3, S4, S5, S6, S7, NS;
logic [3:0] PS = 0;
assign S0 = 4'b0000;
assign S1 = 4'b0001;
assign S2 = 4'b0010;
assign S3 = 4'b0011;
assign S4 = 4'b0100;
assign S5 = 4'b0101;
assign S6 = 4'b0110;
assign S7 = 4'b0111;
always_ff @ (posedge CLK)
    begin
        PS = NS;
        if (INTERN_ADDR2_INC == 1)
            INTERN_ADDR2 += 1;
        else if (INTERN_ADDR2_RST == 1)
            INTERN_ADDR2 = 0;
    end
always_comb
    begin
        INTERN_ADDR2_INC = 0;
        INTERN_ADDR2_RST = 0;
        case(PS)
                S0:
                    begin
                            prog_RST        = RST;
                            prog_memWrite   = memWrite;
                            prog_memRead1   = memRead1;
                            prog_memRead2   = memRead2;
                            prog_addr2      = addr2;
                            prog_din2       = din2;
                            prog_size       = size;
                            prog_sign       = sign;
                            if (CS == 1)
                                NS = S1;
                            else
                                NS = S0;
                    end
                S1:
                    begin
                            prog_RST        = 0;
                            prog_memWrite   = 0;
                            prog_memRead1   = 0;
                            prog_memRead2   = 0;
                            prog_addr2      = INTERN_ADDR2;
                            prog_din2       = {24'h000000,data_in};
                            prog_size       = 0;
                            prog_sign       = 0;
                            if (ENA == 1)
                                NS = S2;
                            else
                                NS = S1;
                    end
                S2:
                    begin
                            prog_RST        = 0;
                            prog_memWrite   = 1;
                            prog_memRead1   = 0;
                            prog_memRead2   = 0;
                            prog_addr2      = INTERN_ADDR2;
                            prog_din2       = {24'h000000,data_in};
                            prog_size       = 0;
                            prog_sign       = 0;
                            if (ENA == 1)
                                NS = S2;
                            else
                                NS = S3;
                    end
                S3:
                    begin
                            prog_RST        = 0;
                            prog_memWrite   = 0;
                            prog_memRead1   = 0;
                            prog_memRead2   = 0;
                            prog_addr2      = INTERN_ADDR2;
                            prog_din2       = {24'h000000,data_in};
                            prog_size       = 0;
                            prog_sign       = 0;
                            INTERN_ADDR2_INC = 1;
                            NS = S4;
                    end
                S4:
                    begin
                            prog_RST        = 0;
                            prog_memWrite   = 0;
                            prog_memRead1   = 0;
                            prog_memRead2   = 0;
                            prog_addr2      = INTERN_ADDR2;
                            prog_din2       = {24'h000000,data_in};
                            prog_size       = 0;
                            prog_sign       = 0;
                            if ((CS == 1) && (ENA == 0))
                                NS = S4;
                            else if ((CS == 1) && (ENA == 1))
                                NS = S2;
                            else
                                NS = S5;
                    end
                S5:
                    begin
                            prog_RST        = 1;
                            prog_memWrite   = 0;
                            prog_memRead1   = 0;
                            prog_memRead2   = 0;
                            prog_addr2      = INTERN_ADDR2;
                            prog_din2       = {24'h000000,data_in};
                            prog_size       = 0;
                            prog_sign       = 0;
                            INTERN_ADDR2_RST = 1;
                            NS = S0;
                    end
                default:
                    begin
                            prog_RST        = RST;
                            prog_memWrite   = memWrite;
                            prog_memRead1   = memRead1;
                            prog_memRead2   = memRead2;
                            prog_addr2      = addr2;
                            prog_din2       = din2;
                            prog_size       = size;
                            prog_sign       = sign;
                            if (ENA == 1)
                                NS = S1;
                            else
                                NS = S0;
                    end
        endcase
    end
endmodule
$ cat /design/flow/run.sh
#!/bin/bash
# OpenROAD 26Q1-2900-gdf79404cd8, Yosys 0.63+post, stock flow scripts
make -C /OpenROAD-flow-scripts/flow DESIGN_CONFIG=/design/flow/config.mk WORK_HOME=/design/flow/orfs finish
$ cat /design/flow/config.mk
export PLATFORM = sky130hd
export DESIGN_NAME = STM32_programmer
export DESIGN_NICKNAME = STM32_programmer
export VERILOG_FILES = /design/flow/design.v
export SDC_FILE = /design/flow/constraint.sdc
export NUM_CORES = 4
export LEC_CHECK = 1
export CORE_UTILIZATION = 50
$ cat /design/flow/constraint.sdc
current_design STM32_programmer

set clk_period 5.2
set clk_io_pct 0.2

create_clock -name clk0 -period $clk_period [get_ports {CLK}]

set non_clock_inputs [all_inputs -no_clocks]
set_input_delay [expr $clk_period * $clk_io_pct] -clock clk0 $non_clock_inputs
set_output_delay [expr $clk_period * $clk_io_pct] -clock clk0 [all_outputs]
==> reports/results.ini <==
[timing]
rsz0062_at_grt = no
finalClockPeriodUsage = 0.725
slew_violations = 0
max_freq_ghz = 0.265
max_slew_margin = 0.567
tightest_slew_ns = 0.648
skew_ns = 0.00662
tns_ns = 0
min_period_ns = 3.77
setup_viol = 0
final_hold_viol_count = 0

[cts]
numCtsBuffers = 5
clockRootBuffer = clkbuf_8
worst_skew_pair.late_latency_ns = 0.28
cts_tree = built
clockBufferDepth = 2
cts-resized-gates = 0
h-tree-depth = 2
clock-sinks = 35
cts_hold_buf = 0
postCtsSetupRepairBufs = 0
clkTransAtPathRegs_ns = 0.06

[route]
drtIter0Drc = 175
postRouteAntennaNets = 0
wl_um = 7660
vias = 2757
drt_first_pass_iters = 4
viasPerCell = 5.55
n_antenna_cell = 0
detail_route.wl_per_cell_um = 15.4
drc_errors = 0

[yosys]
yosys_warnings = 1
synth_flop_count = 35
post_synth.cell_area_avg_um2 = 9.74
ys_seq_frac = 0.370
area_leaders = edfxtp_1 35%, mux2_1 15%, nor2b_1 7.0%
ys_types = 37
syn-cell-area_um2 = 2760
ys_cells = 283
synth_cells = 283
yosysTopAreaCell = edfxtp_1
ys_area_um2 = 2760
top_area_frac = 0.348

[finish]
layout-drive-gt1-share = 0.0398
lay_top_count = clkdlybuf4s50_1
n_fill_cell = 310
post-route-util = 0.845
area.growth.synth_to_final_pct = 59.5
layout_top_cells = 152 x clkdlybuf4s50_1, 36 x mux2_1, 32 x edfxtp_1, 31 x nor2b_1, 19 x a21oi_1

[global_routing]
grt_start_max_net_pins = 52
antenna_found_initial = 0
grt_overflow = 0
grt_first_pass_wirelength_um = 13000
grt.total_usage = 0.286
grt_pass1_vias = 2510

[floorplanning]
dieHeight_um = 76.3
io_pins = 153
core_util_floorplan = 0.530
rows = 26
chipWidth_um = 76.3
chipArea_um2 = 5820
design.core.area_um2 = 5200

[run_status]
run_status = finished, final reports clean

[job]
tool_warnings = 26
cap_violations = 0

[power_and_ir_drop]
max-vdd-ir-drop_uv = 440
finalPower_mw = 2.11
leakagePower_nw = 1.52
power_density_nw_per_um2 = 480

[setup_path]
crit_path_start_kind = flip-flop
worstSetupPathType = flip-flop to primary output
critical_path.max_fanout = 51
path_cells = nor3_1 -> a21oi_4 -> buf_12 -> mux2_1 -> clkdlybuf4s50_1
slowest_stage = dfxtp_1
endpoint_kind = primary output
critPathArrivalTime_ns = 2.73
cpPeakStageDelay_ns = 0.59
cp.required_ns = 4.16

[place]
port_buffers = 152
hpwl_um = 5830
place.gp.congestion = 0.837

[min_path]
min_path_type = flip-flop to flip-flop

## kinds of logic after synthesis
group,synth area share
and+or+nand+nor,0.276
AOI/OAI and AO/OA,0.0976
muxes,0.167
DFF,0.370
buffers and inverters,0.0372
xor gates and xnor gates,0.0476
adders and majority gates,0.00454
## cell usage after synthesis (all sizes together)
master,number
xnor2,4
and2,5
buf,11
nor2b,31
o21ai,9
mux2,40
o31ai,12
nand2b,1
nor3,3
or3,4
inv,2
and3,8
nor2,15
and4,6
a21o,1
a21oi,20
or4,12
clkbuf,8
nand3,14
edfxtp,32
a22o,1
nand2,12
nand4,12
xor2,11
mux2i,1
o21a,1
ha,1
nor4,2
dfxtp,3
o21ba,1
## per-stage QoR
| stage | instances | hold slack (ns) | setup WS (ns) | cell area, um2 |
|---|---|---|---|---|
| after CTS | 497 | 0.647 | 1.39 | 4400 |
| after detailed placement | 489 | 0.638 | 1.72 | 4320 |
| after global routing | 497 | 0.687 | 1.27 | 4400 |
| final | 497 | 0.650 | 1.43 | 4400 |
| after floorplan | 283 | 0.596 | 2.82 | 2760 |
| after global placement | 489 | 0.633 | 1.79 | 4320 |
## cell type report
class / count / area, um2 / area share
clock buffers: 8 / 80.1 / 0.0182
multi-input cells: 227 / 1650 / 0.374
repair buffers: 155 / 1560 / 0.354
inverters: 2 / 7.51 / 0.00171
flip-flops and latches: 35 / 1020 / 0.232
well taps: 70 / 87.6 / 0.0199
## flip-flops by register name (all words and copies together) (netlist names)
register / cells
PS: 3
INTERN_ADDR2: 32
## critical path, delay by kind of cell, from the launching register on
kind	cells	cell delay, ns
AND/OR/NAND/NOR	1	0.16
AND-OR/OR-AND	1	0.54
flip-flops	1	0.59
buffers and inverters	2	0.76
multiplexers	1	0.36
## metal layers
layer	wire length, um	vias up	GRT usage
met3	493	9	0.0535
met4	80	0	0.0308
met2	3760	119	0.448
met1	3330	1277	0.451
li1	-	1352	-
met5	0	-	0
## power by group
group / leakage [nW] / internal, mW / switching, mW
logic: 1.15 / 0.836 / 0.467
clock network: 0.0395 / 0.0951 / 0.0930
registers: 0.330 / 0.465 / 0.155
total: 1.52 / 1.40 / 0.715
## final timing paths
path	startpoint	end	slack [ns]	depth (start not counted)
max	PS[1]$_SDFF_PN0_	prog_din2[1]	1.43	5
min	INTERN_ADDR2[0]$_SDFFCE_PN0P_	INTERN_ADDR2[0]$_SDFFCE_PN0P_	0.65	1
max reg2reg	INTERN_ADDR2[3]$_SDFFCE_PN0P_	INTERN_ADDR2[31]$_SDFFCE_PN0P_	2.85	4
min reg2reg	INTERN_ADDR2[0]$_SDFFCE_PN0P_	INTERN_ADDR2[0]$_SDFFCE_PN0P_	0.65	1
Power is estimated from default activity; no workload was simulated.
